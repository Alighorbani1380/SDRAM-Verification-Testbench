$ cat design/flow/design.v
module sdram_controller(
input        in_HCLK,
input        in_HRESET,
input        in_HWRITE,
input        in_HSEL,
input [31:0] in_HWDATA,
input [31:0] in_HADDR,
output reg        out_HREADY,
output reg [31:0] out_HRDATA,
input [31:0] in_sdram_read_data,
output reg       out_CS,               
output reg       out_write_en,
output reg       out_CAS,              
output reg       out_RAS,              
output reg[1:0]  out_bank_select,      
output reg[13:0] out_sdram_addr,      
output reg[31:0] out_sdram_write_data 
);
	reg [31:0] hold_HWDATA;
	reg [31:0] hold_sdram_read_data;
	reg [3:0] state, next_state;
	localparam IDLE       = 4'b0000,
			READ_ACT      = 4'b0001,
			READ_NOP1     = 4'b0010,
			READ_CAS      = 4'b0011,
			READ_NOP2     = 4'b0100,
			READ_NOP3     = 4'b0101,
			WRITE_ACT     = 4'b0110,
			WRITE_NOP1    = 4'b0111,
			WRITE_CAS     = 4'b1000,
			WRITE_NOP2    = 4'b1001,
			WRITE_NOP3    = 4'b1010;
	always @(posedge (in_HRESET) or posedge(in_HCLK))begin
		if (in_HRESET)begin
			state                            <= IDLE;
		end
		else begin
			state                            <= next_state;
		end
	end
	always @(*) begin
		case(state)
		IDLE: begin
			if (in_HSEL == 1'b1 && in_HWRITE == 1'b0) begin   
				out_HREADY = 1'b0;
				hold_sdram_read_data[31:0] = 32'h0;   
				next_state = READ_ACT;
			end
			else if(in_HSEL == 1'b1 && in_HWRITE == 1'b1) begin   
				out_HREADY = 1'b0;
				hold_HWDATA[31:0] = in_HWDATA[31:0];    
				next_state = WRITE_ACT;                
			end
			else begin
				out_HREADY = 1'b1;   
				next_state = IDLE;
			end
		end
			READ_ACT: begin          
				out_sdram_addr[13:0] = in_HADDR[13:0];
				out_bank_select[1:0] = in_HADDR[15:14];				
				out_CS       = 1'b0;
				out_RAS      = 1'b0;
				out_CAS      = 1'b1;
				out_write_en = 1'b1;
				next_state = READ_NOP1;
			end
			READ_NOP1: begin 
				out_CS       = 1'b0;
				out_RAS      = 1'b1;
				out_CAS      = 1'b1;
				out_write_en = 1'b1;
				next_state   = READ_CAS;
			end
			READ_CAS: begin 
				out_sdram_addr[13:0] = in_HADDR[24:16];
				out_bank_select[1:0] = in_HADDR[15:14];			
				out_CS       = 1'b0;
				out_RAS      = 1'b1;
				out_CAS      = 1'b0;
				out_write_en = 1'b1;
				next_state   = READ_NOP2;				
			end
			READ_NOP2: begin 
				out_CS = 1'b0;
				out_RAS = 1'b1;
				out_CAS = 1'b1;
				out_write_en = 1'b1;
				hold_sdram_read_data = in_sdram_read_data;   
				next_state = READ_NOP3;
			end
			READ_NOP3: begin 
				out_HRDATA[31:0] = hold_sdram_read_data[31:0];  
				out_HREADY       = 1'b1;
				out_CS       = 1'b0;
				out_RAS      = 1'b1;
				out_CAS      = 1'b1;
				out_write_en = 1'b1;
				next_state   = IDLE;
			end
			WRITE_ACT: begin          
				out_sdram_addr[13:0] = in_HADDR[13:0];
				out_bank_select[1:0] = in_HADDR[15:14];				
				out_CS       = 1'b0;
				out_RAS      = 1'b0;
				out_CAS      = 1'b1;
				out_write_en = 1'b1;
				next_state = WRITE_NOP1;
			end
			WRITE_NOP1: begin 
				out_CS       = 1'b0;
				out_RAS      = 1'b1;
				out_CAS      = 1'b1;
				out_write_en = 1'b1;
				next_state   = WRITE_CAS;
			end		
			WRITE_CAS: begin 
				out_sdram_addr[13:0] = in_HADDR[24:16];
				out_bank_select[1:0] = in_HADDR[15:14];
				out_CS       = 1'b0;
				out_RAS      = 1'b1;
				out_CAS      = 1'b0;
				out_write_en = 1'b0;
				next_state   = WRITE_NOP2;					
			end
			WRITE_NOP2: begin 
				out_CS       = 1'b0;
				out_RAS      = 1'b1;
				out_CAS      = 1'b1;
				out_write_en = 1'b1;
				next_state   = WRITE_NOP3;
			end
			WRITE_NOP3: begin 
				out_sdram_write_data = hold_HWDATA;
				out_CS       = 1'b0;
				out_RAS      = 1'b1;
				out_CAS      = 1'b1;
				out_write_en = 1'b1;
				next_state   = IDLE;
			end		
			default: begin  
				out_CS       = 1'b1;
				out_RAS      = 1'b1;
				out_CAS      = 1'b1;
				out_write_en = 1'b1;
				next_state   = IDLE;
			end
		endcase
	end
endmodule
$ cat design/flow/constraint.sdc
current_design sdram_controller

set clk_period 1.5
set clk_io_pct 0.2

create_clock -name clk0 -period $clk_period [get_ports {in_HCLK}]

set non_clock_inputs [all_inputs -no_clocks]
set_input_delay [expr $clk_period * $clk_io_pct] -clock clk0 $non_clock_inputs
set_output_delay [expr $clk_period * $clk_io_pct] -clock clk0 [all_outputs]
$ cat design/flow/config.mk
export PLATFORM = sky130hd
export DESIGN_NAME = sdram_controller
export DESIGN_NICKNAME = sdram_controller
export VERILOG_FILES = /design/flow/design.v
export SDC_FILE = /design/flow/constraint.sdc
export NUM_CORES = 4
export LEC_CHECK = 1
export CORE_UTILIZATION = 50
$ cat design/flow/run.sh
#!/bin/bash
# OpenROAD 26Q1-2900-gdf79404cd8, Yosys 0.63+post, stock flow scripts
make -C /OpenROAD-flow-scripts/flow DESIGN_CONFIG=/design/flow/config.mk WORK_HOME=/design/flow/orfs finish
==> run summary <==
status: completed
DRC errors left: 0
post-synthesis async set-or-reset flop share: 6.88%
fmax: 1120 MHz
FP Core Util: 52.9%
Worst Hold Endpoint: state[9]$_DFF_PP0_
routed length on met1: 2870 um
hold violation count in the final report: 0
Worst Hold Class: reg2reg
pre-CTS setup slack: 0.407 ns
combinational gate area: 437 sq um
Final Slew Violations: 0
Slew HR: 45.7%
Ports: 185
Final setup viols: 0
RSZ-0062 raised after global routing: no
syn_area_per_cell: 13.2 sq um
Top cells by area: dlxtn_1 (43%), dlxtp_1 (32%), dfrtp_1 (8.4%), and2_1 (6.7%), mux2_4 (2.0%)
clock root cell: clkbuf_8
unique cell type count in the Yosys netlist: 20
post-DP HPWL: 6280 um
die x size: 79.3 um
synthesized area: 2980 sq um
count of unclocked register or latch pins: 149
final WL: 7720 um
FF-to-FF path depth: 2
synth warn: 1
vias in the first global route: 2161
pin count of the biggest net entering global routing: 35
detailed-route via count: 2151
Post-synth regs: 160
CTS clk-pin slew, worst paths: 0.05 ns
antenna viol nets, final: 0
antenna violations before repair: 0
core area: 5640 sq um
# hold bufs at CTS: 0
R2R setup slack: 0.61 ns
chip area: 6280 sq um
max cap viols: 0
crit path launch: state[0]$_DFF_PP1_
top routing layer in use: met4
most common cell in the synthesized netlist: dlxtn_1
minimum clock period: 0.890 ns
CTS tree: yes
CTS resizes: 0
number of cells in Yosys stat: 226
type of origin of the critical path: flip-flop
Routability Congestion: 0.809
Detailed Route Iter0 Violations: 54
number of core rows: 27
reg2reg start: state[0]$_DFF_PP1_
share of cells above drive strength 1: 6.37%
WS Path Type: reg2reg
number of enable flip-flop cells: 0
IO Port Bufs: 177
Final period util: 59.3%
Layout area overhead: 64.5%
drt pass-1 iters: 3
CTS H-tree depth: 1
actual slew at the worst max-slew pin: 0.814 ns
Max FO, Critical Path: 8
CP required: 1.66 ns
Setup Skew: 0.00186 ns
Bufs on Longest Clock Path: 2
CP endpoint kind: flip-flop
Synth top cells by count: dlxtn_1 (85), dlxtp_1 (64), and2_1 (32), dfrtp_1 (10)
Max rail drop VDD: 0.470 mV
Avg WL per Cell: 16.1 um
gr usage total: 26.2%
P per Cell Area: 315 nW/um^2
TritonCTS Buffers: 3
Top cell area share: 42.9%
Die Y: 79.3 um
post-synthesis cell count: 226
Clock Latency Late Sink: 0.23 ns
critical path arrival: 1.05 ns
n_diodes: 0
first-pass GRT wire length: 11400 um
endpoints left unconstrained: 234
Commonest flop: dlxtn_1
tool warnings: 33
worst hold path depth: 0
# fillers: 272
Static Leak: 2.25 nW
met2 wire length: 3960 um
global route overflow: 0
area reported by Yosys stat: 2980 sq um
number of vias per cell: 4.48
post-route setup slack: 0.610 ns
area leader, netlist: dlxtn_1
setup TNS: 0 ns
metal3 WL: 750 um
FF-to-FF End: state[0]$_DFF_PP1_
Reg area: 2510 sq um
hold path start: state[3]$_DFF_PP0_
Post-CTS Setup Bufs: 0
## critical path, stage by stage, from the launching register on
cell and delay (ns):
dfstp_2 0.58, inv_1 0.08, o21ai_0 0.15
## metal layers
layer / track usage (%) / vias up
met5: 0 / -
met4: 4.00 / 0
met3: 9.10 / 10
met2: 44.9 / 112
met1: 33.8 / 975
li1: - / 1054
## metrics by stage
step | instances | util [%] | instance area (sq um) | hold WS (ns) | power, mW
finish | 480 | 87.0 | 4910 | 0.369 | 1.55
CTS | 480 | 87.0 | 4910 | 0.373 | 1.56
global route | 480 | 87.0 | 4910 | 0.382 | 1.63
floorplan | 226 | - | 2980 | 0.152 | 0.871
global placement | 476 | 86.2 | 4860 | 0.357 | 1.25
detailed placement | 476 | 86.2 | 4860 | 0.366 | 1.26
## worst max path at each step
stage | endpoint | depth (start not counted)
4_1_cts | state[0]$_DFF_PP1_ | 2
5_1_grt | state[0]$_DFF_PP1_ | 2
6_report | state[0]$_DFF_PP1_ | 2
## cell families after synthesis
kind of cell           count (synthesis)  synth area share [%]
flip-flops                            11                  9.27
AND/OR/NAND/NOR                       47                  10.3
latches                              149                  75.1
buffers and inverters                  8                  1.26
multiplexers                           9                  3.90
AND-OR/OR-AND                          2                 0.335
## registers in the layout (all words and copies together), names as in the netlist
signal and flops:
out_bank_select 2, out_sdram_write_data 32, out_HRDATA 32, out_write_en 1, out_HREADY 1, hold_HWDATA 32
out_sdram_addr 14, state 11, out_CS 1, out_RAS 1, hold_sdram_read_data 32, out_CAS 1
## report_power, final
group / internal [mW] / switching, mW / leakage [nW]
sequential: 0.681 / 0.0452 / 1.31
combinational: 0.361 / 0.174 / 0.914
clock: 0.186 / 0.101 / 0.0228
## layout make-up
| cell class | count | area share, % |
|---|---|---|
| Clock buffer | 4 | 0.917 |
| Inverter | 4 | 0.306 |
| Multi-Input combinational cell | 58 | 8.89 |
| Sequential cell | 160 | 51.2 |
| Tap cell | 72 | 1.83 |
| Timing Repair Buffer | 182 | 36.9 |
## cell usage in the layout, fill, tap and decap left out
master / synthesis / layout
clkbuf_8: 0 / 3
a21oi_2: 0 / 1
and2_1: 32 / 32
clkbuf_1: 3 / 1
nor4_2: 1 / 1
and3_1: 2 / 2
mux2_4: 4 / 4
nor2_4: 1 / 1
dfrtp_1: 10 / 10
inv_1: 4 / 4
dlxtp_1: 64 / 64
and3b_1: 1 / 1
buf_4: 0 / 5
nor4_1: 1 / 1
and2_2: 5 / 5
clkdlybuf4s50_1: 0 / 177
o21ai_0: 1 / 1
nand2b_1: 1 / 1
dlxtn_1: 85 / 85
dfstp_2: 1 / 1
mux2_2: 5 / 5
nor2_1: 3 / 3
No activity file was given, so power comes from the tool's default toggle rates.

--- /design/flow/config.mk ---
export PLATFORM = sky130hd
export DESIGN_NAME = scoreboard
export DESIGN_NICKNAME = scoreboard
export VERILOG_FILES = /design/flow/design.v
export SDC_FILE = /design/flow/constraint.sdc
export NUM_CORES = 4
export LEC_CHECK = 1
export CORE_UTILIZATION = 40
--- /design/flow/run.sh ---
#!/bin/bash
# OpenROAD 26Q1-2900-gdf79404cd8, Yosys 0.63+post, stock flow scripts
make -C /OpenROAD-flow-scripts/flow DESIGN_CONFIG=/design/flow/config.mk WORK_HOME=/design/flow/orfs finish
--- /design/flow/design.v ---
module scoreboard (
    input clk,
    input reset,
    input [31:0] golden_HRDATA,
    input [31:0] duv_HRDATA,
    input [31:0] tb_HADDR,
    input [31:0] tb_HWDATA,
    input tb_HSEL,
    input tb_HWRITE,
    output reg [31:0] coverage
);
    reg [31:0]total_tests;
    reg [31:0]passed_tests;
    always @(posedge clk or posedge reset) begin
        if (reset) begin
            total_tests <= 0;
            passed_tests <= 0;
            coverage <= 0;
        end else begin
            if (tb_HSEL) begin
                total_tests <= total_tests + 1;
                if (golden_HRDATA === duv_HRDATA) begin
                    passed_tests <= passed_tests + 1;
                end
                coverage <= (passed_tests * 100) / total_tests;
            end
        end
    end
endmodule
--- /design/flow/constraint.sdc ---
current_design scoreboard

set clk_period 261.3
set clk_io_pct 0.2

create_clock -name clk0 -period $clk_period [get_ports {clk}]

set non_clock_inputs [all_inputs -no_clocks]
set_input_delay [expr $clk_period * $clk_io_pct] -clock clk0 $non_clock_inputs
set_output_delay [expr $clk_period * $clk_io_pct] -clock clk0 [all_outputs]
==> impl_metrics.tcl <==
# implementation run metrics
set metrics [dict create \
    ys_warn_count 1 \
    die-width_um 296 \
    clk_latency_ps 400 \
    fin_util 0.439 \
    area_delta_synth_final_pct 8.65 \
    grt_overflow 0 \
    htree_levels 3 \
    critPathMaxStageDelay_ps 720 \
    min_path_type "reg -> reg" \
    path_class "reg -> reg" \
    via_per_inst 5.76 \
    clock_sinks 94 \
    synth_top_cell_by_area "ha_1" \
    powerDensity_nw_per_um2 13.1 \
    seq_area_sq_um 2350 \
    warning_count 96 \
    wl_um 112000 \
    run_status "completed" \
    synth_area_sq_um 34500 \
    r2r_cells 412 \
    num_io_pins 164 \
    ctsResizeCount 0 \
    synthArstFlopShare 1.00 \
    drtIter0Drc 2192 \
    final_antenna_net_count 0 \
    drv_cap 0 \
    irDropWorstVdd_uv 21.4 \
    top_cell "ha_1" \
    ys_sh_simple 0.239 \
    syn_area_per_cell_sq_um 7.18 \
    edf_count 0 \
    area_leaders "ha_1, dfrtp_1, xnor2_1, nor2_1, o21a_1" \
    yosysTopAreaCellShare 0.221 \
    dieArea_sq_um 87400 \
    routedWlPerCell_um 18.6 \
    ys_types 85 \
    port_buffers 98 \
    grt_max_degree 53 \
    fin_setup_tns_ps 0 \
    synthCells 4802 \
    final_layout_size_suffix_gt1_frac 0.0665 \
    max-slew-margin-rel 0.342 \
    diodes 0 \
    p_leak_nw 17.1 \
    core.rowCount 107 \
    cts_buffers 9 \
    fin_worst_skew_ps 26.0 \
    crit_arrival_ps 99920 \
    cp.required_ps 261570 \
    top_logic_kind "AND-OR/OR-AND gates" \
    mux_share 0.0482 \
    finalCritPeriodShare 0.381 \
    crit_path_end_kind "flop" \
    ys_cells 4802 \
    dr.pass1.iters 6 \
    ys_chip_area_sq_um 34500 \
    flop_cell "dfrtp_1" \
    drc 0 \
    min_period_ps 99650 \
    dp.final_hpwl_um 90100 \
    rsz0062_at_grt "false" \
    setup_viol 0 \
    clockRootBuffer "clkbuf_16" \
    worstMarginPinSlew_ps 981 \
    cts_setup_buffers 0 \
    antenna_found_initial 0 \
    cp-start-kind "flop" \
    core_util_floorplan 0.404 \
    ys_seq_frac 0.0682 \
    path_clk_slew_ps 80 \
    yosys-top-cells-count "ha_1, nor2_1, nand2_1" \
    grt_usage 0.259 \
    grt_pass1_vias 31400 \
    cts.hold.buffers_added 0 \
    cts_tree "done" \
    cp_max_fo 52 \
    timing.critical_path.mode_cell "o21a_1" \
    ys_sh_xor 0.0940 \
    synthAoiAreaFrac 0.268 \
    clk_path_buf_depth 2 \
    n_fill_cell 8617 \
    hold_viol 0 \
    comb_area_sq_um 30600 \
    max_clock_freq_mhz 10.0 \
    slowest_stage "nor3_1" \
    gp_congestion 0.957 \
    grt_pass1_wl_um 175000 \
    die_h_um 296 \
    fa_ha_area_frac 0.236 \
    slew_viol_final 0 \
    ys.flops 94 \
    min_path_cells 1 \
    vias 34700 \
    core-area_sq_um 85300 \
]
==> cell usage in the layout (no fill, tap or decap), types with 97 or more instances in the layout <==
cell type / instances
inv_1: 300
o21ai_0: 258
nor3_1: 250
clkdlybuf4s50_1: 97
xor2_1: 147
o21a_1: 230
mux2_2: 116
nor2_1: 513
nand3_1: 112
a21o_1: 118
ha_1: 610
nand2_1: 389
xnor2_1: 223
a21oi_1: 314
==> where the power goes <==
part,leakage (nW),switching (mW),internal (mW)
clock network,0.161,0.00733,0.00924
registers,1.19,0.00153,0.0154
logic,15.7,0.251,0.205
total,17.1,0.260,0.229
==> path summary, 6_finish.rpt <==
path	slack, ps	end	startpoint
max	161660	coverage[0]	passed_tests[7]
min	480	passed_tests[27]	passed_tests[27]
max reg2reg	161660	coverage[0]	passed_tests[7]
min reg2reg	480	passed_tests[27]	passed_tests[27]
max in group asynchronous	208280	coverage[4]	reset
min in group asynchronous	52150	passed_tests[9]	reset
==> critical path: cells and delay by family, from the launching register on <==
kind	cells	cell delay, ps
AOI/OAI and AO/OA	289	68560
and+or+nand+nor	54	11450
buffers and inverters	24	4250
adders and majority gates	36	11090
xor gates and xnor gates	1	470
muxes	8	2950
DFF	1	450
==> flip-flops by register name, summed over array words and instances, names as in the netlist <==
name / count
coverage: 32
total_tests: 32
passed_tests: 30
==> area by class of cell <==
type,instances,area share
Multi-Input combinational cell,4276,0.816
Sequential cell,94,0.0628
Timing Repair Buffer,186,0.0437
Tap cell,1144,0.0382
Inverter,302,0.0303
Clock buffer,9,0.00601
Clock inverter,5,0.00267
==> cells by family (layout without fill, tap and decap cells) <==
group | Yosys count | after routing
AOI/OAI and AO/OA | 1394 | 1394
xor gates and xnor gates | 370 | 370
adders and majority gates | 635 | 635
buffers and inverters | 432 | 502
DFF | 94 | 94
muxes | 151 | 151
and+or+nand+nor | 1726 | 1726
==> metrics by stage <==
| step | worst slack, ps | std cells | hold slack (ps) | instance area, sq um | total power, mW |
|---|---|---|---|---|---|
| 2_1_floorplan | 176280 | 4802 | 446 | 34500 | 0.374 |
| 3_3_place_gp | 163860 | 6002 | 465 | 37100 | 0.464 |
| 3_5_place_dp | 163500 | 6002 | 470 | 37100 | 0.466 |
| 4_1_cts | 162880 | 6016 | 484 | 37500 | 0.487 |
| 5_1_grt | 154430 | 6016 | 517 | 37500 | 0.549 |
| 6_report | 161660 | 6016 | 483 | 37500 | 0.489 |
==> layer usage <==
layer,routed length [um],share of wire,GRT usage,vias up
li1,-,-,-,17800
met1,54900,0.49,0.389,15800
met2,47400,0.42,0.393,883
met3,6740,0.060,0.0378,131
met4,2960,0.026,0.0565,0
met5,0,0,0,-
No activity file was given, so power comes from the tool's default toggle rates.
